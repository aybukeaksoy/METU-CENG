$ cat run.sh
#!/bin/bash
# OpenROAD 26Q1-2900-gdf79404cd8, Yosys 0.63+post, stock flow scripts
make -C /OpenROAD-flow-scripts/flow DESIGN_CONFIG=/design/flow/config.mk WORK_HOME=/design/flow/orfs finish
$ cat config.mk
export PLATFORM = sky130hd
export DESIGN_NAME = lab3_2
export DESIGN_NICKNAME = lab3_2
export VERILOG_FILES = /design/flow/design.v
export SDC_FILE = /design/flow/constraint.sdc
export NUM_CORES = 4
export LEC_CHECK = 1
export CORE_AREA = 10 10 100 100
export DIE_AREA = 0 0 110 110
$ cat design.v
`timescale 1ns / 1ps
module lab3_2(
			input[4:0] smartCode,
			input CLK, 
			input lab,  
			input [1:0] mode,  
			output reg [5:0] numOfStuInMera,
			output reg [5:0] numOfStuInDigital,
			output reg restrictionWarnMera, 
			output reg isFullMera,  
			output reg isEmptyMera,  
			output reg unlockMera,	 
			output reg restrictionWarnDigital, 
			output reg isFullDigital,  
			output reg isEmptyDigital,  
			output reg unlockDigital  
	);
	integer count;
	integer i;
	initial begin
			numOfStuInMera=0;
			numOfStuInDigital=0;
			restrictionWarnMera=0;
			isFullMera=0;
			isEmptyMera=1'b1;
			unlockMera=0;		
			restrictionWarnDigital=0;
			isFullDigital=0;
			isEmptyDigital=1'b1;
			unlockDigital=0;
			count=0;
			i=0;
	end
	always @(posedge CLK) 
	begin
         	if(mode==1 && lab) 
		begin
			restrictionWarnDigital=0;
			unlockDigital = 0;
                 	if(isFullMera) 
			begin
				unlockMera = 0;
				restrictionWarnMera=0;
			end
			else if(numOfStuInMera<15) 
			begin
				unlockMera = 1;
				restrictionWarnMera=0;
				if(numOfStuInMera==0)
				begin
					numOfStuInMera=numOfStuInMera+1;
					isEmptyMera=0;	
				end
				else
					numOfStuInMera=numOfStuInMera+1;
			end
			else
			begin
				for(i=0;i<5;i=i+1)
					count=count+smartCode[i];
				if (count%2==0)
				begin
					unlockMera=1;
					restrictionWarnMera=0;
					if(numOfStuInMera==29)
					begin 
						numOfStuInMera=numOfStuInMera+1;
						isFullMera=1;
					end
					else
						numOfStuInMera=numOfStuInMera+1;
				end
				else
				begin
					unlockMera = 0;
					restrictionWarnMera=1;
				end
				count=0;
			end 
		end
		else if(mode==1 && !lab) 
		begin
			restrictionWarnMera=0;
			unlockMera = 0;
                 	if(isFullDigital) 
			begin
				unlockDigital = 0;
				restrictionWarnDigital=0;
			end
			else if(numOfStuInDigital<15) 
			begin
				unlockDigital = 1;
				restrictionWarnDigital=0;
				if(numOfStuInDigital==0)
				begin
					numOfStuInDigital=numOfStuInDigital+1;
					isEmptyDigital=0;
				end
				else
					numOfStuInDigital=numOfStuInDigital+1;
			end
			else
			begin
				for(i=0;i<5;i=i+1)
					count=count+smartCode[i];
				if (count%2==1)
				begin
					unlockDigital=1;
					restrictionWarnDigital=0;
					if(numOfStuInDigital==29)
					begin 
						numOfStuInDigital=numOfStuInDigital+1;
						isFullDigital=1;
					end
					else
						numOfStuInDigital=numOfStuInDigital+1;
				end
				else
				begin
					unlockDigital = 0;
					restrictionWarnDigital=1;
				end
				count=0;
			end 
		end
		else if(mode==0 && lab && !isEmptyMera)
		begin
			restrictionWarnDigital=0;	
			unlockMera=1;
			unlockDigital=0;
			restrictionWarnMera=0;
			if (numOfStuInMera==1)
			begin
				numOfStuInMera=numOfStuInMera-1;
				isEmptyMera=1;
			end
			else if (numOfStuInMera==30)
			begin
				numOfStuInMera=numOfStuInMera-1;
				isFullMera=0;
			end
			else
				numOfStuInMera=numOfStuInMera-1;
		end
		else if(mode==0 && !lab && !isEmptyDigital)
		begin
			restrictionWarnMera=0;
			unlockDigital=1;
			unlockMera=0;
			restrictionWarnDigital=0;
			if (numOfStuInDigital==1)
			begin
				numOfStuInDigital=numOfStuInDigital-1;
				isEmptyDigital=1;
			end
			else if (numOfStuInDigital==30)
			begin
				numOfStuInDigital=numOfStuInDigital-1;
				isFullDigital=0;
			end
			else
				numOfStuInDigital=numOfStuInDigital-1;
		end
		else
		begin
			unlockMera=0;
			unlockDigital=0;
			restrictionWarnMera=0;
			restrictionWarnDigital=0;
		end
       end
endmodule
$ cat constraint.sdc
current_design lab3_2

set clk_period 2.6
set clk_io_pct 0.2

create_clock -name clk0 -period $clk_period [get_ports {CLK}]

set non_clock_inputs [all_inputs -no_clocks]
set_input_delay [expr $clk_period * $clk_io_pct] -clock clk0 $non_clock_inputs
set_output_delay [expr $clk_period * $clk_io_pct] -clock clk0 [all_outputs]
==> summary.txt <==
run results: status complete, no violations, Fillers 851, RSZ-0062 raised after global routing false, Area Overhead vs Synth 37.4%, Synth warnings 1, CP max stage cell a21oi_1, Leak 0.622 nW, Max-Slew Margin vs Limit 0.632, die height 110 um, Final Hold Vio Count 0, Worst Path Max Fanout 6, clock root cell clkbuf_8, Via density ~3.8, number of global-route vias before repair 932, global route overflow 0, crit path time final ~2.1 ns, Crit path largest cell delay ~0.48 ns, DRC 0, first drt pass iteration count 4, All-Layer GR Usage 0.0472, critical path arrival 2.01 ns, share of flip-flops with an asynchronous set or reset 0, clock skew around 0.00091 ns, CORE AREA approximately 7800 um^2, Avg Cell Area, Syn 10.4 um^2, Yosys Instances approximately 120, design area between 1500 and 2000 um^2, WS Path Type in -> reg, tool warnings 32, clock sink count 20, Final period util 0.815, Commonest flop edfxtp_1, most numerous logic cell after layout clkdlybuf4s50_1, CTS tree built, most frequent cells in the layout clkdlybuf4s50_1 (28), edfxtp_1 (16), nor2_1 (13), Seq share, synth 0.452, Synth cell types 33, DP Area 1660 um^2, setup TNS 0 ns, # diodes 0, Max-cap violations 0, Post-synth EDFFs 16, cell area after synthesis roughly 1200 um^2, maximum VDD drop about 0.14 mV, 1st-iter DRT viols between 80 and 90, overall die area 12,100 um^2, Fmax 472 MHz, Slew Viols, Final 0, pre-CTS WS about 0.23 ns, yosys stat area 1240 um^2, PD cells 391 nW/um^2, largest net degree at the start of global routing 11, postcts setup bufs 0, Post-Synthesis Cells ~120, Post-DRT Antenna Nets 0, DRT Wirelength between 2000 and 3000 um, Die Width between 100 and 150 um, per-cell routed wire length 11.5 um, Crit path max-delay family AND-OR/OR-AND gates, initial antenna violation count 0, Slew @ Worst Pin 0.552 ns, total number of vias between 900 and 1k, fraction of layout cells with a size suffix above 1 0.0789, Synth flops 20, # setup viols final 0, worst min path class reg -> reg, TritonCTS Buffers 3, routability congestion estimate approximately 0.83, Initial Util 0.159, Post-CTS Hold Buffers 0, Worst-Skew Late Latency between 0.2 and 0.3 ns, final core utilization 0.218, Max H-tree Level 1, register-to-register setup slack about 0.60 ns, clock tree buffer depth 2, CP Launch Type primary input, Buf+Inv Stages, Crit Path 1, hpwl dp ~2300 um, post-route worst setup slack 0.482 ns, clock slew at reported path FFs ~0.07 ns, Critical Path, Cell by Cell clkdlybuf4s50_1 > xnor2_1 > xnor3_1 > o21ai_0 > a21oi_1, first-pass GRT wire length ~4700 um, Port Buffers 28, Setup crit end kind flop, Ports 29, CTS resizes 0, Row Count 32, required time worst endpoint 2.49 ns, Overall Power around 670 uW
cell usage after synthesis (all sizes together), types with 3 or more instances:
library cell,n,area [um^2]
xnor2,8,70.1
inv,9,36.3
a31oi,5,31.3
nor3b,3,33.8
o21ai,4,20.0
nor3,5,25.0
edfxtp,16,480
ha,9,113
xor2,4,35.0
a21oi,5,25.0
dfxtp,4,80.1
nand2,6,22.5
nor2,13,48.8
nand3,8,40.0
layer usage:
metal  part of all wire  up-vias  routed length (um)  GRT usage
met5                  0        -                   0          0
met4              0.018        0                  54    0.00929
met3              0.060        2                 176     0.0106
met2               0.46       18                1330     0.0732
met1               0.47      462                1360     0.0667
li1                   -      489                   -          -
where the power goes:
group / leakage (nW) / internal [mW] / switching (mW)
logic: 0.421 / 0.0578 / 0.0452
clock network: 0.0216 / 0.103 / 0.0937
registers: 0.179 / 0.356 / 0.0108
total: 0.622 / 0.516 / 0.150
final cells by class:
cell class,instances,area [um^2],area share
tap,102,128,0.0748
clock buffer,3,41.3,0.0242
sequential,20,561,0.329
multi-input combinational,88,629,0.369
inverter,9,36.3,0.0213
timing repair buffer,32,310,0.182
stage by stage:
| stage | hold WS [ns] | std cells |
|---|---|---|
| after floorplan | 0.431 | 119 |
| final | 0.512 | 254 |
| after global routing | 0.540 | 254 |
| after global placement | 0.520 | 251 |
| after CTS | 0.522 | 254 |
| after detailed placement | 0.508 | 251 |
sequential cells by signal, summed over array words and instances, names as in the netlist:
signal / count
isFullMera: 1
restrictionWarnDigital: 1
unlockDigital: 1
isEmptyDigital: 1
numOfStuInMera: 6
numOfStuInDigital: 6
unlockMera: 1
isFullDigital: 1
restrictionWarnMera: 1
isEmptyMera: 1
path summary, 6_finish.rpt:
path	startpoint	end	depth (start not counted)
worst max register to register	numOfStuInMera[0]	numOfStuInMera[2]	5
worst min register to register	isFullDigital	restrictionWarnDigital	1
worst max-delay path	smartCode[4]	numOfStuInMera[2]	5
worst min-delay path	isFullDigital	restrictionWarnDigital	1
kinds of logic after synthesis:
| logic type | count (synthesis) | share of synthesized area |
|---|---|---|
| AND/OR/NAND/NOR | 47 | 0.209 |
| flip-flops | 20 | 0.452 |
| AND-OR/OR-AND | 17 | 0.0887 |
| XOR/XNOR | 13 | 0.103 |
| buffers and inverters | 11 | 0.0413 |
| adder cells (fa/ha/maj) | 9 | 0.0907 |
| multiplexers | 2 | 0.0161 |
Power figures rest on the tool's default switching activity, not on a simulated workload.
