$ cat ./config.mk
export PLATFORM = sky130hd
export DESIGN_NAME = lab4_2
export DESIGN_NICKNAME = lab4_2
export VERILOG_FILES = /design/flow/design.v
export SDC_FILE = /design/flow/constraint.sdc
export NUM_CORES = 4
export LEC_CHECK = 1
export CORE_UTILIZATION = 50
$ cat ./constraint.sdc
current_design lab4_2

set clk_period 10.0
set clk_io_pct 0.2

create_clock -name clk0 -period $clk_period [get_ports {clk}]

set non_clock_inputs [all_inputs -no_clocks]
set_input_delay [expr $clk_period * $clk_io_pct] -clock clk0 $non_clock_inputs
set_output_delay [expr $clk_period * $clk_io_pct] -clock clk0 [all_outputs]
$ cat ./design.v
`timescale 1ns / 1ps
module lab4_2( 
              input wire      mode,
              input wire[2:0] opCode,
              input wire[3:0] value,
              input clk,
              input reset,
              output reg[9:0] result,
              output reg cacheFull,
              output reg invalidOp,
              output reg overflow);
    reg [2:0] opcodes[0:31];
    reg [3:0] values[0:31];
    reg [9:0] p1;
    reg [9:0] p0;
    integer opcode_count;
    integer start_index;
    integer i;
    integer temp;
    initial begin
        temp=0;
        overflow=0;
        cacheFull=0;
        invalidOp=0;
        result=0;
        opcode_count=0;
        start_index=0;
        p1=0;
        p0=0;
        i=start_index;
    end
    always @(posedge clk or posedge reset)
    begin
        if (reset)
        begin
            temp=0;
            overflow=0;
            cacheFull=0;
            invalidOp=0;
            result=0;
            opcode_count=0;
            start_index=0;
            p1=0;
            p0=0;
            i=start_index;
        end
        else
        begin
            if(!mode)
            begin
                if(opcode_count==32)    cacheFull=1;
                else
                begin
                    if(opCode==0)
                    begin
                        invalidOp=0; 
                        opcodes[opcode_count]=3'b000;
                        values[opcode_count]=value;
                        opcode_count=opcode_count+1;
                    end
                    else if (opCode==1)
                    begin
                        invalidOp=0;
                        opcodes[opcode_count]=3'b001;
                        values[opcode_count]=value;
                        opcode_count=opcode_count+1;
                    end
                    else if (opCode==2)
                    begin
                        invalidOp=0;
                        opcodes[opcode_count]=3'b010;
                        values[opcode_count]=value;
                        opcode_count=opcode_count+1;
                    end
                    else if (opCode==4)
                    begin
                        invalidOp=0;
                        opcodes[opcode_count]=3'b100;
                        values[opcode_count]=value;
                        opcode_count=opcode_count+1;
                    end
                    else if (opCode==5)
                    begin
                        invalidOp=0;
                        opcodes[opcode_count]=3'b101;
                        values[opcode_count]=value;
                        opcode_count=opcode_count+1;
                    end
                    else if (opCode==6)
                    begin
                        invalidOp=0;
                        opcodes[opcode_count]=3'b110;
                        values[opcode_count]=value;
                        opcode_count=opcode_count+1;
                    end
                    else invalidOp=1;
                end
            end
            else if(mode && opcode_count)
            begin
                if(opcodes[i]==0)
                begin
                    if(p0+values[i]>=1024)  overflow=1;
                    else overflow=0;
                    temp=p0;
                    result=p0+values[i];
                    p0=result;
                    p1=temp;
                end
                else if (opcodes[i]==1)
                begin
                    if(p0+values[i]+p1>=1024)  overflow=1;
                    else overflow=0;
                    temp=p0;
                    result=p0+values[i]+p1;
                    p0=result;
                    p1=temp;
                end
                else if (opcodes[i]==2)
                begin
                    if(p0*p1+values[i]>=1024)  overflow=1;
                    else overflow=0;
                    temp=p0;
                    result=p0*p1+values[i];
                    p0=result;
                    p1=temp;
                end
                else if (opcodes[i]==4)
                begin
                    temp=p0;
                    overflow=0;
                    result=p0[0]+p0[1]+p0[2]+p0[3]+p0[4]+p0[5]+p0[6]+p0[7]+p0[8]+p0[9];
                    p0=result;
                    p1=temp;
                end
                else if (opcodes[i]==5)
                begin
                    temp=p0;
                    overflow=0;
                    result={p0[0],p0[1],p0[2],p0[3],p0[4],p0[5],p0[6],p0[7],p0[8],p0[9]};
                    p0=result;
                    p1=temp;
                end
                else if (opcodes[i]==6)
                begin
                    start_index=values[i];
                end
                i=i+1;
                if(i==opcode_count) i=start_index;
            end
        end
    end
endmodule
$ cat ./run.sh
#!/bin/bash
# OpenROAD 26Q1-2900-gdf79404cd8, Yosys 0.63+post, stock flow scripts
make -C /OpenROAD-flow-scripts/flow DESIGN_CONFIG=/design/flow/config.mk WORK_HOME=/design/flow/orfs finish
==> impl_metrics.tcl <==
# flow metrics
set metrics [dict create \
    clock_skew_ps 39.2 \
    top_cells_by_area "edfxtp_1 (31%), dfrtp_1 (14%), fa_1 (7.3%), ha_1 (6.0%), nand2_1 (3.3%)" \
    setup_ws_ps 3400 \
    via_count 16200 \
    die_width_microns 210 \
    die_h_microns 210 \
    layout-drive-gt1-share_pct 7.99 \
    numCtsBuffers 40 \
    diodes 0 \
    core_sq_um 42300 \
    netlist.area_leader.share_pct 31.1 \
    ys_cells 2074 \
    antenna_found_initial 0 \
    required_ps 10430 \
    crit_top_cell "ha_1" \
    worstPathMaxFanout 19 \
    start_kind "register" \
    setup_viol 0 \
    warnings 39 \
    ctsLongestPathBuffers 3 \
    grt.total_usage_pct 33.4 \
    fill_cells 3538 \
    critPathTopFamily "adder cells" \
    place_area_sq_um 22400 \
    status "completed" \
    fin_crit_ps 6600 \
    avgSynthCellArea_sq_um 10.4 \
    synth-edff-count 224 \
    hold_buffers 0 \
    cts_tree "built" \
    cp-end-kind "register" \
    yosys_most_used_dff "edfxtp_1" \
    drc 0 \
    p_leak_nw 9.76 \
    ys_types 84 \
    ys.flops 343 \
    fin_tns_setup_ps 0 \
    clk_pin_slew_ps 60 \
    overflow 0 \
    ys_seq_share_pct 44.9 \
    slew_headroom_pct 37.0 \
    io_buffers 22 \
    drt_iter0_drc 1384 \
    vdd_drop_max_v 0.000234 \
    cp.arrival_ps 7030 \
    root_buffer "clkbuf_16" \
    synthCells 2074 \
    hold_viol 0 \
    drt_pass1_iterations 6 \
    hp-class "register to register" \
    syn_area_sq_um 21600 \
    grt_pass1_vias 16000 \
    synth.most_common_cell "edfxtp_1" \
    post-route-period-util_pct 66.0 \
    ctsResizeCount 0 \
    area_growth_pct 10.2 \
    fp_util_pct 51.1 \
    yosys-stat-area_sq_um 21600 \
    grt_max_degree 68 \
    grt_pass1_wl_microns 102000 \
    crit_buf_inv 3 \
    insertion_delay_ps 580 \
    slowest_stage "fa_1" \
    post-cts-setup-buffers 0 \
    cts_htree_levels 2 \
    top_area_cell "edfxtp_1" \
    post_drt_wl_per_cell_microns 25.0 \
    utilization_pct 56.3 \
    routed_wl_microns 66500 \
    synthArstFlopShare_pct 34.7 \
    die-area_sq_um 44100 \
    pin_count 23 \
    cellPowerDensity_nw_per_um2 384 \
    ys_warn_count 3 \
    fp-row-count 75 \
    final_cell_area_sq_um 23800 \
    fmax_mhz 152 \
    place_congestion 0.983 \
    hpwl_microns 48500 \
    dp_slack_ps 3480 \
    cts.sinks 343 \
    ys_top_cells_by_count "edfxtp_1 (224), nand2_1 (190), inv_1 (154), nor2_1 (131), dfrtp_1 (119)" \
    criticalPathCategory "register to register" \
    drv_slew 0 \
    ant_nets 0 \
    rsz0062_at_grt "no" \
    detail_route.vias_per_cell 6.09 \
    slowest_delay_ps 540 \
    cap_violations 0 \
    tightest_slew_ps 939 \
    whs_ps 497 \
]
## per-stage QoR
step	total power, mW	instances
6_report	9.14	2666
5_1_grt	9.92	2666
4_1_cts	9.12	2666
3_5_place_dp	7.52	2593
3_3_place_gp	7.51	2593
2_1_floorplan	5.87	2074
## final cells by class
| class | instances | area (sq um) | share of cell area, % |
|---|---|---|---|
| repair buffers | 75 | 618 | 2.59 |
| inverters | 154 | 581 | 2.44 |
| multi-input cells | 1444 | 10800 | 45.4 |
| well taps | 577 | 722 | 3.03 |
| clock inverters | 22 | 282 | 1.18 |
| clock buffers | 51 | 1110 | 4.67 |
| flip-flops and latches | 343 | 9710 | 40.7 |
## kinds of logic after synthesis
family / share of synthesized area, %
AOI/OAI and AO/OA: 14.8
adders and majority gates: 13.3
DFF: 44.9
and+or+nand+nor: 15.4
xor gates and xnor gates: 3.40
muxes: 2.99
buffers and inverters: 5.24
## per-layer routing
layer / GRT usage (%) / up-vias / part of all wire [%]
met1: 51.1 / 7904 / 42
met5: 0 / - / 0
li1: - / 7487 / -
met3: 7.03 / 147 / 7.0
met4: 13.1 / 0 / 5.2
met2: 49.9 / 686 / 46
## where the power goes
| group | leakage (nW) | total [mW] | internal, mW | switching (mW) |
|---|---|---|---|---|
| Combinational | 5.46 | 5.55 | 2.07 | 3.47 |
| Clock | 0.686 | 1.54 | 0.925 | 0.617 |
| Sequential | 3.62 | 2.06 | 1.80 | 0.251 |
| Total | 9.76 | 9.14 | 4.80 | 4.34 |
## worst paths after layout
kind	end	slack, ps	cells past startpoint	startpoint
max	overflow	3400	25	i[0]
min	start_index[8]	500	1	start_index[8]
max reg2reg	overflow	3400	25	i[0]
min reg2reg	start_index[8]	500	1	start_index[8]
max in group asynchronous	i[2]	6460	4	reset
min in group asynchronous	opcode_count[4]	1830	2	reset
## flip-flops by register name, summed over array words and instances, names as in the netlist
signal	flops
cacheFull	1
i	32
invalidOp	1
opcode_count	32
opcodes	96
overflow	1
p1	10
result	10
start_index	32
values	128
## cells in the final DEF, fill, tap and decap left out, types with 17 or more instances in the layout
cell / instances
a21o_1: 19
o22a_1: 17
fa_1: 79
edfxtp_1: 224
nor2_1: 130
and3_1: 35
nand4_1: 18
o32a_1: 17
and2_1: 50
ha_1: 104
mux2_2: 24
clkdlybuf4s50_1: 22
a31oi_1: 26
buf_4: 53
dfrtp_1: 116
a21oi_1: 110
inv_1: 153
nand3_1: 60
nand2_1: 190
nor2b_1: 52
mux2i_1: 35
xnor2_1: 62
a22oi_1: 35
xor2_1: 22
nor3_1: 25
clkbuf_16: 41
o21ai_0: 75
No activity file was given, so power comes from the tool's default toggle rates.
